==> /design/flow/design.v <==
module DYN_SEC_CLOCK(CLK, CLR, SEG_DEC, COM); 
	input CLK, CLR; 
	output [6:0] SEG_DEC;
	output [7:0] COM;
	reg FREQ; 
	reg [6:0] SEG_DEC;
	reg [3:0] SEC_01;
	reg [2:0] SEC_10;
	reg [7:0] COM; 
	reg SEC_CLK;
	reg [15:0] CLK_COUNT; 
always @(negedge CLK or posedge CLR)  
	if(CLR) FREQ<=0;
	else if (CLK_COUNT==25_000) begin CLK_COUNT<=0; FREQ<=1; end
	else begin CLK_COUNT <= CLK_COUNT+1; FREQ<=0; end 
	SEPARATOR U0(CLR, FREQ, SEC_10, SEC_01);
	DYN_SEG_DEC U1(CLR, FREQ, SEC_10, SEC_01, SEG_DEC, COM);
endmodule
module SEPARATOR(CLR, FREQ, SEC_10, SEC_01);
	input CLR, FREQ;
	output [3:0] SEC_01;
	output [2:0] SEC_10;
	reg [8:0] COUNTS;
	reg [5:0] SEC;
	reg [3:0] SEC_01;
	reg [2:0] SEC_10;
	reg SEC_CLK,MIN_CLK;
always @(posedge FREQ or posedge CLR) begin  
	if(CLR) begin COUNTS <= 0; SEC_CLK <= 1; end
	else if (COUNTS >= 499) begin COUNTS <= 0; SEC_CLK <= ~SEC_CLK; end
	else COUNTS <= COUNTS + 1; end
always @(posedge SEC_CLK or posedge CLR) begin  
	if(CLR) SEC <= 0;
	else if(SEC>=59) SEC <= 0;
	else SEC <= SEC + 1; end
always @(SEC) begin  
	if (SEC <= 9) begin SEC_10 <= 0; SEC_01 <= SEC; end
	else if (SEC <= 19) begin SEC_10 <= 1; SEC_01 <= SEC - 10; end
	else if (SEC <= 29) begin SEC_10 <= 2; SEC_01 <= SEC - 20; end
	else if (SEC <= 39) begin SEC_10 <= 3; SEC_01 <= SEC - 30; end
	else if (SEC <= 49) begin SEC_10 <= 4; SEC_01 <= SEC - 40; end
	else if (SEC <= 59) begin SEC_10 <= 5; SEC_01 <= SEC-50; end
	else begin SEC_10 <= 0; SEC_01 <= 0; end end
endmodule
module DYN_SEG_DEC(CLR,CLK, SEC_10, SEC_01, SEG_DEC, COM);
	input [3:0] SEC_10, SEC_01;
	input CLR,CLK;
	output [6:0] SEG_DEC;
	output [7:0] COM;
	reg [6:0] SEG_DEC;
	reg [3:0] DIGIT;
	reg [7:0]COM;
always @(posedge CLK or posedge CLR)
	begin
		if(CLR) begin COM<=0; SEG_DEC<=2; end
	else begin
		if(COM==8'b11111110) begin  COM<=8'b11111101;DIGIT <=SEC_01; end
		else begin COM<=8'b11111110;DIGIT<=SEC_10;  end
		case (DIGIT)  
			0 : SEG_DEC <= 7'h3f;  
			1 : SEG_DEC <= 7'h06;  
			2 : SEG_DEC <= 7'h5b;  
			3 : SEG_DEC <= 7'h4f;  
			4 : SEG_DEC <= 7'h66;  
			5 : SEG_DEC <= 7'h6d;  
			6 : SEG_DEC <= 7'h7c;  
			7 : SEG_DEC <= 7'h07;  
			8 : SEG_DEC <= 7'h7f;  
			9 : SEG_DEC <= 7'h67;  
		endcase
		end
	end
endmodule
==> /design/flow/run.sh <==
#!/bin/bash
# OpenROAD 26Q1-2900-gdf79404cd8, Yosys 0.63+post, stock flow scripts
make -C /OpenROAD-flow-scripts/flow DESIGN_CONFIG=/design/flow/config.mk WORK_HOME=/design/flow/orfs finish
==> /design/flow/config.mk <==
export PLATFORM = sky130hd
export DESIGN_NAME = DYN_SEC_CLOCK
export DESIGN_NICKNAME = DYN_SEC_CLOCK
export VERILOG_FILES = /design/flow/design.v
export SDC_FILE = /design/flow/constraint.sdc
export NUM_CORES = 4
export LEC_CHECK = 1
export CORE_UTILIZATION = 50
==> /design/flow/constraint.sdc <==
current_design DYN_SEC_CLOCK

set clk_period 4.1
set clk_io_pct 0.2

create_clock -name clk0 -period $clk_period [get_ports {CLK}]

set non_clock_inputs [all_inputs -no_clocks]
set_input_delay [expr $clk_period * $clk_io_pct] -clock clk0 $non_clock_inputs
set_output_delay [expr $clk_period * $clk_io_pct] -clock clk0 [all_outputs]
==> run_summary.xml <==
<?xml version="1.0" encoding="UTF-8"?>
<metrics>
  <group name="detailed_routing">
    <metric name="diodes_inserted" unit="">0</metric>
    <metric name="post_drt_via_cell_ratio" unit="">5.18</metric>
    <metric name="detail_route.wl_per_cell" unit="um">12.7</metric>
    <metric name="detailedRoute.firstIterationViolations" unit="">77</metric>
    <metric name="drc_violations_left" unit="">0</metric>
    <metric name="postRouteAntennaNets" unit="">0</metric>
    <metric name="dr_total_vias" unit="">1901</metric>
    <metric name="dr.pass1.iters" unit="">4</metric>
    <metric name="routed_wirelength" unit="um">4640</metric>
  </group>
  <group name="pwr">
    <metric name="p_per_area" unit="nW/um^2">145</metric>
    <metric name="irDropWorstVdd" unit="V">0.000187</metric>
    <metric name="power.static_leakage" unit="nW">1.27</metric>
  </group>
  <group name="logic_synthesis">
    <metric name="total_cell_area_reported_by_yosys_after_synthesis" unit="um^2">2710</metric>
    <metric name="synthDominantAreaCellType" unit="">sky130_fd_sc_hd__dfrtp_1</metric>
    <metric name="post-synth-top-area-fraction" unit="%">22.2</metric>
    <metric name="yosys_warnings" unit="">4</metric>
    <metric name="synthDistinctLibCells" unit="">60</metric>
    <metric name="synthArstFlopShare" unit="%">57.4</metric>
    <metric name="number_of_enable_flip_flop_cells" unit="">20</metric>
    <metric name="synth-seq-cells" unit="">47</metric>
    <metric name="netlist_area" unit="um^2">2710</metric>
    <metric name="number_of_cell_instances_after_yosys_synthesis" unit="">272</metric>
    <metric name="synthesis.area_per_instance" unit="um^2">9.95</metric>
    <metric name="post-synth-top-count-cell" unit="">sky130_fd_sc_hd__nor2_1</metric>
    <metric name="synth_cells" unit="">272</metric>
    <metric name="common_cells" unit="">sky130_fd_sc_hd__nor2_1 (38), sky130_fd_sc_hd__dfrtp_1 (24), sky130_fd_sc_hd__nand2_1 (22), sky130_fd_sc_hd__edfxtp_1 (20), sky130_fd_sc_hd__xnor2_1 (17)</metric>
    <metric name="seq_area_frac_synth" unit="%">47.3</metric>
    <metric name="postSynth.topFlopCell" unit="">sky130_fd_sc_hd__dfrtp_1</metric>
    <metric name="topCellsByArea" unit="">sky130_fd_sc_hd__dfrtp_1 (22%), sky130_fd_sc_hd__edfxtp_1 (22%), sky130_fd_sc_hd__ha_1 (6.5%), sky130_fd_sc_hd__xnor2_1 (5.5%), sky130_fd_sc_hd__nor2_1 (5.3%)</metric>
  </group>
  <group name="sta">
    <metric name="actual_slew_at_the_worst_max_slew_pin" unit="ns">0.622</metric>
    <metric name="finalSetupViolCount" unit="">0</metric>
    <metric name="max-slew-margin-rel" unit="%">58.6</metric>
    <metric name="tns" unit="ns">0</metric>
    <metric name="final.setup_skew" unit="ns">0.0545</metric>
    <metric name="timing.final.hold_violations" unit="">0</metric>
    <metric name="grt_setup_unrepaired" unit="">false</metric>
    <metric name="unclocked_regs" unit="">30</metric>
    <metric name="hold_ws" unit="ns">0.588</metric>
    <metric name="final-max-slew-violation-count" unit="">0</metric>
    <metric name="endpoints_left_unconstrained" unit="">48</metric>
  </group>
  <group name="final_layout">
    <metric name="layout.filler_cells" unit="">449</metric>
    <metric name="final_cell_count_no_fill" unit="">367</metric>
    <metric name="final_layout_size_suffix_gt1_share" unit="%">5.39</metric>
    <metric name="area.growth.synth_to_final" unit="%">11.5</metric>
  </group>
  <group name="clocking">
    <metric name="post_cts_resize_count" unit="">0</metric>
    <metric name="cts_setup_buffers" unit="">0</metric>
    <metric name="cts.reportedPaths.clkPinSlew" unit="ns">0.03</metric>
    <metric name="ctsHoldBuffers" unit="">0</metric>
    <metric name="cts_htree_levels" unit="">1</metric>
    <metric name="clock_insertion_delay_worst_skew" unit="ns">0.32</metric>
    <metric name="cts_buffer_depth" unit="">2</metric>
    <metric name="cts_tree" unit="">yes</metric>
    <metric name="cts-root-buf" unit="">sky130_fd_sc_hd__clkbuf_8</metric>
    <metric name="cts_made_buffers" unit="">3</metric>
  </group>
  <group name="floorplanning">
    <metric name="count_of_pins_on_the_block_boundary" unit="">17</metric>
    <metric name="initial_utilization" unit="%">52.3</metric>
    <metric name="core.rowCount" unit="">26</metric>
    <metric name="die_outline_height" unit="um">75.6</metric>
    <metric name="die_x" unit="um">75.6</metric>
    <metric name="core_area" unit="um^2">5170</metric>
    <metric name="fp.dieArea" unit="um^2">5710</metric>
  </group>
  <group name="critical_path">
    <metric name="setup.worst_path.start_class" unit="">primary input</metric>
    <metric name="endpoint_of_the_lowest_slack_register_to_register_path" unit="">CLK_COUNT[5]$_SDFFCE_NP0N_</metric>
    <metric name="rr_startpoint" unit="">CLK_COUNT[2]$_SDFFCE_NP0N_</metric>
    <metric name="rrSetupSlack" unit="ns">2.25</metric>
    <metric name="worst_path_dominant_cell_family" unit="">buffers and inverters</metric>
    <metric name="crit_path_max_fanout" unit="">31</metric>
    <metric name="count_of_buffer_and_inverter_cells_on_the_critical_path" unit="">3</metric>
    <metric name="worst_ep_required_time" unit="ns">2.11</metric>
    <metric name="critical_path.max_stage_delay" unit="ns">0.51</metric>
    <metric name="worst-r2r-cell-count" unit="">3</metric>
    <metric name="list_of_cells_traversed_by_the_critical_path" unit="">clkdlybuf4s50_1 -&gt; clkinvlp_4 -&gt; buf_12</metric>
    <metric name="crit_path_top_delay_cell" unit="">sky130_fd_sc_hd__clkdlybuf4s50_1</metric>
    <metric name="worstSetupPathType" unit="">primary input to flop</metric>
    <metric name="end_kind" unit="">flop</metric>
    <metric name="cp.arrival" unit="ns">1.63</metric>
  </group>
  <group name="placed_design">
    <metric name="dp.final_hpwl" unit="um">3580</metric>
    <metric name="finalWeightedCongestion" unit="">0.890</metric>
    <metric name="io_buffers" unit="">16</metric>
    <metric name="dpl.cell_count" unit="">348</metric>
  </group>
  <group name="grt">
    <metric name="grt.overflow.total" unit="">0</metric>
    <metric name="grt.total_usage" unit="%">18.8</metric>
    <metric name="grt_pass1_vias" unit="">1753</metric>
    <metric name="grt_start_max_net_pins" unit="">32</metric>
    <metric name="initial_antenna_violation_count" unit="">0</metric>
    <metric name="grt_pass1_wl" unit="um">7960</metric>
  </group>
  <group name="worst_hold_path">
    <metric name="type_of_the_worst_min_delay_path" unit="">flop to flop</metric>
    <metric name="worst_hold_path.endpoint" unit="">CLK_COUNT[15]$_SDFFCE_NP0N_</metric>
    <metric name="timing.hold.worst.start" unit="">CLK_COUNT[15]$_SDFFCE_NP0N_</metric>
    <metric name="worst_hold_path.num_cells" unit="">1</metric>
  </group>
  <group name="job">
    <metric name="log.warning_count" unit="">50</metric>
    <metric name="max_cap_violations" unit="">0</metric>
  </group>
  <group name="run_status">
    <metric name="status" unit="">completed</metric>
  </group>
</metrics>
## stage by stage
stage	cell area [um^2]	total power [mW]	utilization [%]	setup slack (ns)
final	3020	0.436	58.3	0.478
after CTS	3020	0.446	58.3	0.481
after detailed placement	2910	0.288	56.3	0.167
after global placement	2910	0.287	56.3	0.171
after floorplan	2710	0.274	-	0.164
after global routing	3020	0.467	58.3	0.452
## cells in the final DEF (no fill, tap or decap), types with 9 or more instances in the layout
cell type,count
sky130_fd_sc_hd__nor2_1,38
sky130_fd_sc_hd__dfrtp_1,24
sky130_fd_sc_hd__inv_1,29
sky130_fd_sc_hd__ha_1,14
sky130_fd_sc_hd__nand2_1,22
sky130_fd_sc_hd__xor2_1,9
sky130_fd_sc_hd__nand3_1,14
sky130_fd_sc_hd__edfxtp_1,20
sky130_fd_sc_hd__o21ai_0,9
sky130_fd_sc_hd__xnor2_1,17
sky130_fd_sc_hd__clkdlybuf4s50_1,16
sky130_fd_sc_hd__a21oi_1,12
## registers in the layout, indices dropped and copies added (netlist names)
register / cells
U0.SEC_CLK: 1
U0.COUNTS: 9
U0.SEC: 6
U1.SEG_DEC: 7
U1.COM: 3
FREQ: 1
CLK_COUNT: 16
U1.DIGIT: 4
## worst register-to-register path: stages, from the launching register on
cell	delay, ns
sky130_fd_sc_hd__edfxtp_1	0.44
sky130_fd_sc_hd__or4b_1	0.60
sky130_fd_sc_hd__nor3_4	0.43
sky130_fd_sc_hd__nor2_1	0.10
## how the worst max path moves through the flow
stage | endpoint | start | cells after the start
4_1_cts | CLK_COUNT[13]$_SDFFCE_NP0N_ | CLR | 3
5_1_grt | CLK_COUNT[11]$_SDFFCE_NP0N_ | CLR | 3
6_report | CLK_COUNT[9]$_SDFFCE_NP0N_ | CLR | 3
## power breakdown
part	internal [mW]	switching, mW	total (mW)
Clock	0.0869	0.0891	0.176
Combinational	0.0171	0.0206	0.0377
Sequential	0.208	0.0143	0.223
Total	0.312	0.124	0.436
## per-layer routing
layer | vias up | routed length [um] | global-route usage, %
met5 | - | 0 | 0
met4 | 0 | 46 | 3.09
met3 | 4 | 98 | 2.41
met2 | 21 | 2190 | 30.9
met1 | 886 | 2310 | 28.5
li1 | 990 | - | -
## kinds of logic after synthesis
logic type,count (synthesis),synth area share (%)
xor+xnor,26,8.42
fa+ha+maj,14,6.48
buf+inv,28,4.81
flops,47,47.3
simple gates,107,19.9
other cells,1,0.139
compound gates,49,13.0
## cell type report
class                           instances  area [um^2]  share of cell area [%]
Clock inverter                         17         63.8                    2.12
Inverter                               15         60.1                    1.99
Clock buffer                            3         41.3                    1.37
Sequential cell                        47         1280                    42.4
Tap cell                               70         87.6                    2.90
Multi-Input combinational cell        197         1300                    43.0
Timing Repair Buffer                   18          188                    6.22
Power figures rest on the tool's default switching activity, not on a simulated workload.
