[flow/run.sh]
#!/bin/bash
# OpenROAD 26Q1-2900-gdf79404cd8, Yosys 0.63+post, stock flow scripts
make -C /OpenROAD-flow-scripts/flow DESIGN_CONFIG=/design/flow/config.mk WORK_HOME=/design/flow/orfs finish
[flow/config.mk]
export PLATFORM = sky130hd
export DESIGN_NAME = COUNT1000_C_SEG
export DESIGN_NICKNAME = COUNT1000_C_SEG
export VERILOG_FILES = /design/flow/design.v
export SDC_FILE = /design/flow/constraint.sdc
export NUM_CORES = 4
export LEC_CHECK = 1
export CORE_UTILIZATION = 30
[flow/constraint.sdc]
current_design COUNT1000_C_SEG

set clk_period 2.8
set clk_io_pct 0.2

create_clock -name clk0 -period $clk_period [get_ports {CLK}]

set non_clock_inputs [all_inputs -no_clocks]
set_input_delay [expr $clk_period * $clk_io_pct] -clock clk0 $non_clock_inputs
set_output_delay [expr $clk_period * $clk_io_pct] -clock clk0 [all_outputs]
[flow/design.v]
module COUNT1000_C_SEG(CLK, RESET, SEG_C, SEG_SEL);
	input CLK, RESET;
	output [6:0] SEG_C;
	output [7:0] SEG_SEL;
	reg [6:0] SEG_C;
	reg [3:0] COUNT_1, COUNT_10, COUNT_100, COUNT_TMP;
	reg [19:0] CLK_COUNT;
	reg [1:0] SEL_SEG;
	reg [7:0] SEG_SEL;
	reg CLK1, CLK2;
	reg [7:0] CLK2_COUNT;
always @(negedge CLK or posedge RESET)
	if(RESET) CLK2<=0;
	else if (CLK_COUNT==10_000) begin CLK_COUNT<=0; CLK2<=1; end
	else begin CLK_COUNT <= CLK_COUNT+1; CLK2<=0; end
always @(negedge CLK2 or posedge RESET)  
	if(RESET) CLK1<=0;
	else if (CLK2_COUNT==100) begin CLK2_COUNT<=0; CLK1<=1; end
	else begin CLK2_COUNT <= CLK2_COUNT+1; CLK1<=0; end
always @(negedge CLK1 or posedge RESET)  
	if(RESET) COUNT_1<=0;
	else if (COUNT_1==9) COUNT_1<=0;
	else COUNT_1 <= COUNT_1+1;
always @(negedge CLK1 or posedge RESET)  
	if(RESET) COUNT_10<=0;
	else if (COUNT_1 ==9) begin
	if (COUNT_10==9) COUNT_10<=0;
	else COUNT_10 <= COUNT_10+1; end
always @(negedge CLK1 or posedge RESET)  
	begin
	if(RESET) COUNT_100<=0;
	else if((COUNT_1 ==9) && (COUNT_10==9)) begin
	if (COUNT_100==9) COUNT_100<=0;
	else COUNT_100 <= COUNT_100+1; end
	end
always@(negedge CLK2)  
	if(SEL_SEG==2) SEL_SEG <=0;
	else SEL_SEG <= SEL_SEG+1;
	always@(COUNT_1 or COUNT_10 or COUNT_100 or SEL_SEG)
	case (SEL_SEG)
		0 : COUNT_TMP <= COUNT_1;
		1 : COUNT_TMP <= COUNT_10;
		2 : COUNT_TMP <= COUNT_100;
	endcase
always@(SEL_SEG)
	case(SEL_SEG)
		0 : SEG_SEL <= 8'b11111110;
		1 : SEG_SEL <= 8'b11111101;
		2 : SEG_SEL <= 8'b11111011;
	endcase
	SEG_DEC U0 (COUNT_TMP,SEG_C);
endmodule
module SEG_DEC(DIGIT, SEG_DEC);
	input [3:0] DIGIT;
	output [6:0] SEG_DEC;
	reg [6:0] SEG_DEC;
always @(DIGIT)
	case (DIGIT)  
		0 : SEG_DEC <= 7'h3f;  
		1 : SEG_DEC <= 7'h06;  
		2 : SEG_DEC <= 7'h5b;  
		3 : SEG_DEC <= 7'h4f;  
		4 : SEG_DEC <= 7'h66;  
		5 : SEG_DEC <= 7'h6d;  
		6 : SEG_DEC <= 7'h7c;  
		7 : SEG_DEC <= 7'h07;  
		8 : SEG_DEC <= 7'h7f;  
		9 : SEG_DEC <= 7'h67;  
	endcase
endmodule
==> impl_metrics.env <==
# source this file to load flow results
export IMPL_final_hold_viol_count=0
export IMPL_h_tree_depth=1
export IMPL_holdBufCountCts=0
export IMPL_vdd_drop_max_v=0.000499
export IMPL_dr_max_layer_used="met4"
export IMPL_worst_setup_path_startpoint="RESET"
export IMPL_ioPinCount=17
export IMPL_share_of_post_route_cells_with_drive_strength_above_1_pct=5.76
export IMPL_finalPower_uw=859
export IMPL_grt_start_max_net_pins=24
export IMPL_drt_pre_antenna_iters=5
export IMPL_status="finished, final reports clean"
export IMPL_worst_pin_slew_ps=577
export IMPL_stage_log_warnings=50
export IMPL_timing_rr_end="CLK_COUNT[2]"
export IMPL_row_count=33
export IMPL_detailroute_via_count=1719
export IMPL_pwr_density_cell_nw_per_um2=285
export IMPL_place_hpwl_mm=2.89
export IMPL_first_global_vias=1642
export IMPL_synth_area_um2=2640
export IMPL_data_required_time_at_the_worst_endpoint_ps=1480
export IMPL_wl_met1_mm=2.04
export IMPL_leakagePower_nw=1.30
export IMPL_cts_inserted_buffers=3
export IMPL_reg2reg_from="CLK_COUNT[0]"
export IMPL_place_port_buffers=11
export IMPL_postCtsSetupBuffers=0
export IMPL_route_met2_wl_mm=1.74
export IMPL_chipHeight_um=95.8
export IMPL_max_cap_violations=0
export IMPL_layout_cells_most_common_list="sky130_fd_sc_hd__inv_1 (38), sky130_fd_sc_hd__edfxtp_1 (28), sky130_fd_sc_hd__nor2_1 (25), sky130_fd_sc_hd__xnor2_1 (19), sky130_fd_sc_hd__nand3_1 (17)"
export IMPL_final_cell_count_without_fillers=383
export IMPL_synth_area_per_cell_um2=10.6
export IMPL_detail_route_vias_per_cell=4.49
export IMPL_setup_worst_path_end_class="flip-flop"
export IMPL_synthCells=248
export IMPL_rsz0062_at_grt="false"
export IMPL_drt_iter0_drc=50
export IMPL_endpoint="CLK_COUNT[9]"
export IMPL_worst_clock_skew_ps=60.5
export IMPL_yosysCellCount=248
export IMPL_grt_use_total_pct=10.0
export IMPL_synth_largest_type_area_fraction_pct=31.9
export IMPL_number_of_antenna_violations_at_the_first_check_in_global_routing=0
export IMPL_worstHoldPathType="reg2reg"
export IMPL_detailroute_wirelength_met3_um=134
export IMPL_growth_of_design_area_from_synthesis_to_finish_pct=14.3
export IMPL_fp_dieArea_um2=9170
export IMPL_path_max_fanout=23
export IMPL_yosysChipArea_um2=2640
export IMPL_ys_ff=58
export IMPL_antenna_violating_nets_post_route=0
export IMPL_cp_arrival_ps=1340
export IMPL_final_cell_area_um2=3020
export IMPL_postRouteWirelength_mm=3.92
export IMPL_insertedDiodeCount=0
export IMPL_dp_cells=360
export IMPL_unclocked_regs=37
export IMPL_endpoints_left_unconstrained=55
export IMPL_cts_clk_slew_worst_paths_ps=30
export IMPL_critical_path_startpoint_type="input pin"
export IMPL_grt_first_pass_wirelength_mm=7.22
export IMPL_finalSetupViolations=0
export IMPL_netlist_top_cell_by_area="sky130_fd_sc_hd__edfxtp_1"
export IMPL_fin_hold_ws_ps=595
export IMPL_remaining_drc_errors=0
export IMPL_worstSkewPairLatency_ps=340
export IMPL_wl_per_cell_um=10.2
export IMPL_placed_cell_area_um2=2870
export IMPL_synth_yosys_warnings=2
export IMPL_post_cts_resized=0
export IMPL_synthTopCellsByArea="sky130_fd_sc_hd__edfxtp_1 (32%), sky130_fd_sc_hd__dfrtn_1 (13%), sky130_fd_sc_hd__dlxtn_1 (8.0%)"
export IMPL_clock_root_buffer="sky130_fd_sc_hd__clkbuf_8"
export IMPL_worst_r2r_path_depth=5
export IMPL_count_of_final_max_slew_check_failures=0
export IMPL_number_of_buffers_on_the_longest_clock_path=2
export IMPL_maxSlewHeadroom_pct=61.3
export IMPL_criticalPathCategory="in2reg"
export IMPL_synth_lib_cells_used_distinct=40
export IMPL_fp_dieW_um=95.8
export IMPL_final_layout_top_logic_cell="sky130_fd_sc_hd__inv_1"
export IMPL_tritoncts="yes"
export IMPL_worst_r2r_setup_slack_ps=760
export IMPL_routabilityCongestion=0.792
export IMPL_gr_total_overflow=0
export IMPL_floorplan_core_util_pct=31.5
export IMPL_design_core_area_um2=8380
[routing by layer]
metal,GRT usage [%],vias to the layer above
li1,-,900
met1,15.3,794
met2,15.7,23
met3,2.17,2
met4,1.12,0
met5,0,-
[how the worst min path moves through the flow]
stage / from / to / slack [ps] / depth (start not counted)
4_1_cts: CLK_COUNT[19] / CLK_COUNT[19] / 600 / 1
5_1_grt: CLK_COUNT[19] / CLK_COUNT[19] / 620 / 1
6_report: CLK_COUNT[19] / CLK_COUNT[19] / 590 / 1
[kinds of logic after synthesis]
kind of cell               Yosys count  share of synthesized area, %
AOI/OAI and AO/OA                   23                          5.74
xor gates and xnor gates            30                          9.96
adders and majority gates            8                          3.70
buffers and inverters               32                          5.41
DFF                                 44                          46.7
latches                             14                          7.97
muxes                                2                         0.759
other                                1                         0.142
and+or+nand+nor                     94                          19.7
[state kept, by name, indices dropped and copies added (netlist names), 3 cells and up]
signal and cells:
CLK_COUNT 20, U0.SEG_DEC 7, SEG_SEL 3, COUNT_100 4, COUNT_TMP 4, COUNT_1 4
COUNT_10 4, CLK2_COUNT 8
[report_power, final]
group          switching (mW)  total, mW  internal, mW
Sequential             0.0248      0.401         0.376
Clock                   0.168      0.396         0.228
Combinational          0.0340     0.0621        0.0281
[per-stage QoR]
| stage | util, % | setup WS (ps) | TNS [ps] |
|---|---|---|---|
| floorplan | - | -125 | -2510 |
| global placement | 34.3 | -203 | -4050 |
| finish | 36.0 | 140 | 0 |
| detailed placement | 34.3 | -201 | -3990 |
| CTS | 36.0 | 136 | 0 |
| global route | 36.0 | 118 | 0 |
[worst max-delay path, stage by stage]
cell and delay, ps:
sky130_fd_sc_hd__clkdlybuf4s50_1 500, sky130_fd_sc_hd__clkinvlp_4 110, sky130_fd_sc_hd__buf_12 160
[cells in the mapped netlist]
cell type                  count
sky130_fd_sc_hd__dfrtn_1      14
sky130_fd_sc_hd__a221oi_1      2
sky130_fd_sc_hd__maj3_1        1
sky130_fd_sc_hd__nand4_2       2
sky130_fd_sc_hd__buf_4         6
sky130_fd_sc_hd__inv_1        20
sky130_fd_sc_hd__conb_1        1
sky130_fd_sc_hd__a22o_1        2
sky130_fd_sc_hd__nor2b_1       5
sky130_fd_sc_hd__nor3b_1       2
sky130_fd_sc_hd__nand4_1       4
sky130_fd_sc_hd__o22a_1        1
sky130_fd_sc_hd__nand4b_1      1
sky130_fd_sc_hd__or4b_1        1
sky130_fd_sc_hd__mux2i_1       2
sky130_fd_sc_hd__and4bb_2      1
sky130_fd_sc_hd__nor4_2        1
sky130_fd_sc_hd__ha_1          7
sky130_fd_sc_hd__or2_2         1
sky130_fd_sc_hd__a221o_1       1
sky130_fd_sc_hd__o21ai_0       6
sky130_fd_sc_hd__nor4bb_1      1
sky130_fd_sc_hd__edfxtp_1     28
sky130_fd_sc_hd__and3_1        3
sky130_fd_sc_hd__a21oi_1       6
sky130_fd_sc_hd__nand2b_1      5
sky130_fd_sc_hd__a21o_1        3
sky130_fd_sc_hd__a22oi_1       2
sky130_fd_sc_hd__nor2_1       25
sky130_fd_sc_hd__dlxtn_1      14
sky130_fd_sc_hd__or4_4         1
sky130_fd_sc_hd__nor4_1        3
sky130_fd_sc_hd__xnor2_1      19
sky130_fd_sc_hd__nor3_1        6
sky130_fd_sc_hd__nor4_4        1
sky130_fd_sc_hd__nand3_1      17
sky130_fd_sc_hd__dfxtp_1       2
sky130_fd_sc_hd__xor2_1       11
sky130_fd_sc_hd__nand2_1      14
sky130_fd_sc_hd__clkbuf_1      6
[cell type report]
| cell class | instances | area [µm²] |
|---|---|---|
| Fill cell | 831 | 5370 |
| Sequential cell | 58 | 1440 |
| Multi-Input combinational cell | 162 | 1070 |
| Timing Repair Buffer | 15 | 153 |
| Tap cell | 105 | 131 |
| Clock inverter | 21 | 105 |
| Inverter | 19 | 75.1 |
| Clock buffer | 3 | 41.3 |
