--- flow/run.sh ---
#!/bin/bash
# OpenROAD 26Q1-2900-gdf79404cd8, Yosys 0.63+post, stock flow scripts
make -C /OpenROAD-flow-scripts/flow DESIGN_CONFIG=/design/flow/config.mk WORK_HOME=/design/flow/orfs finish
--- flow/config.mk ---
export PLATFORM = sky130hd
export DESIGN_NAME = keypad_scan
export DESIGN_NICKNAME = keypad_scan
export VERILOG_FILES = /design/flow/design.v
export SDC_FILE = /design/flow/constraint.sdc
export NUM_CORES = 4
export LEC_CHECK = 1
export CORE_UTILIZATION = 40
--- flow/constraint.sdc ---
current_design keypad_scan

set clk_period 4.3
set clk_io_pct 0.2

create_clock -name clk0 -period $clk_period [get_ports {clk}]

set non_clock_inputs [all_inputs -no_clocks]
set_input_delay [expr $clk_period * $clk_io_pct] -clock clk0 $non_clock_inputs
set_output_delay [expr $clk_period * $clk_io_pct] -clock clk0 [all_outputs]
--- flow/design.v ---
module keypad_scan(clk, rst, key_col, key_row, key_data);
	input 	clk, rst;
	input	[3:0] 	key_row;
	output	[2:0]	key_col;
	output	[11:0]	key_data;
	reg	[11:0]	key_data;
	reg	[2:0]	state;
	reg [21:0]  counts;
	reg clk1;
	wire	key_stop;
	parameter no_scan = 3'b000;
	parameter column1 = 3'b001;
	parameter column2 = 3'b010;
	parameter column3 = 3'b100; 
	assign key_stop = key_row[0] | key_row[1] | key_row[2] | key_row[3] ;
	assign key_col = state;
	always @(posedge clk or posedge rst)  begin
	  	if(rst) begin counts <= 0; clk1 <= 1; end
		else if (counts >= 124999) begin counts <= 0; clk1 <= !clk1; end
		else counts <= counts +1; end
	always @(posedge clk1 or posedge rst)
	begin
		if (rst) state <= no_scan;
		else begin
		  if (!key_stop) begin
		    case (state)
		    no_scan : state <= column1;
		    column1 : state <= column2;
		    column2 : state <= column3;
		    column3 : state <= column1;
		    default : state <= no_scan;
		    endcase
		  end
		end
	end
	always @ (posedge clk1) begin
	case (state)
	  column1 : case (key_row)
	  	4'b0001 : key_data <= 12'b0000_0000_0001;  
	  	4'b0010 : key_data <= 12'b0000_0000_1000;  
	  	4'b0100 : key_data <= 12'b0000_0100_0000;  
	  	4'b1000 : key_data <= 12'b0010_0000_0000;  
	  	default : key_data <= 12'b000000000000;
	  	endcase
	  column2 : case (key_row)
	  	4'b0001 : key_data <= 12'b0000_0000_0010;  
	  	4'b0010 : key_data <= 12'b0000_0001_0000;  
	  	4'b0100 : key_data <= 12'b0000_1000_0000;  
	  	4'b1000 : key_data <= 12'b0100_0000_0000;  
	  	default : key_data <= 12'b000000000000;
	  	endcase
	  column3 : case (key_row)
	  	4'b0001 : key_data <= 12'b0000_0000_0100;  
	  	4'b0010 : key_data <= 12'b0000_0010_0000;  
	  	4'b0100 : key_data <= 12'b0001_0000_0000;  
	  	4'b1000 : key_data <= 12'b1000_0000_0000;  
	  	default : key_data <= 12'b000000000000;
	  	endcase	  	
	  default : key_data <= 12'b0000_0000_0000;
	endcase
	end
endmodule 
==> flow_metrics.rpt <==
RUN METRICS
----------------------------------------------------
[Outcome]
  Outcome ........................ complete, no violations

[Timing]
  Register pins left without a clock ........................ 15
  Measured slew at the worst slew-check pin ........................ 753 ps
  Unrepaired setup endpoints after global routing ........................ no
  Total negative slack ........................ 0 ps
  Worst slew slack as a fraction of its limit ........................ 49.3%
  Final tally of setup violations ........................ 0
  Max-slew violation count ........................ 0
  Fin crit period ........................ 1700 ps
  Post-route clock period utilization ........................ 39.5%
  Timing-limited maximum frequency ........................ 0.589 GHz
  Endpoints left unconstrained ........................ 30
  Layout Skew ........................ 9.98 ps
  Hold violation total from the final report ........................ 0

[Global routing]
  Maximum number of pins on one net before global-route repair ........................ 27
  Vias in the first global route ........................ 955
  GR Util All Layers ........................ 14.2%
  Global-route wire length before repair ........................ roughly 4.4 mm
  GRT Residual Overflow ........................ 0
  Number of antenna violations at the first check in global routing ........................ 0

[Floorplan]
  Num rows ........................ 22
  Ports ........................ 21
  Placeable Area ........................ 0.00369 mm²
  Chip area ........................ 0.00411 mm²
  Chip width ........................ 64.1 µm
  Die span in y ........................ approximately 64 µm
  Init Core Util ........................ 41.8%

[Routing]
  First-pass iteration count of the detailed router ........................ 4
  Wire length after detailed routing ........................ 2.46 mm
  Routed Antenna Nets ........................ 0
  Total number of vias ........................ 1057
  Drt via density ........................ between 4 and 5
  Drt wl/cell ........................ 11.3 µm
  Count of inserted antenna diode cells ........................ 0
  Drt first-iter violations ........................ 41
  Residual DRC ........................ 0

[Yosys]
  Number of warnings issued by yosys ........................ 1
  Gate count after technology mapping ........................ approximately 140
  Post-synth cell types ........................ 35
  Count of instantiated cells in the yosys netlist ........................ 143
  Cell area after synthesis ........................ around 0.0015 mm²
  Area figure in the yosys stat output ........................ around 0.0015 mm²
  Number of flip-flops and latches in the synthesized netlist ........................ 38
  Register share after synthesis ........................ 57.8%
  Mean Syn Cell Area ........................ 10.8 µm²

[Placed design]
  Routability congestion estimate from global placement ........................ between 0.8 and 0.9
  Count of port buffers added during placement ........................ 20
  Final HPWL DP ........................ 1.79 mm

[Critical path]
  Worst setup SP type ........................ flop
  Ordered cell list for the critical path ........................ ha_1 -> nand4b_1 -> o311a_1 -> o21ai_4 -> xor2_1
  Arrival time of the worst setup path ........................ 1890 ps
  Cell with the largest stage delay on the worst path ........................ o21ai_4
  Data required time at the worst endpoint ........................ ~4500 ps
  Buffers & Inverters on Critical Path ........................ 0
  Peak per-stage delay on the critical path ........................ 460 ps
  Cell family contributing the most delay on the critical path ........................ AND-OR/OR-AND gates
  Worst-path maximum fanout ........................ 18
  Kind of critical path ........................ reg2reg
  Category of the worst setup path capture point ........................ flop

[Clock tree]
  Clock-pin slew of the registers on the worst-case setup and hold paths ........................ approximately 80 ps
  Hold buffer count at CTS ........................ 0
  Latency at later pin ........................ 260 ps
  Post-CTS setup repair buffer count ........................ 0
  CTS tree ........................ yes
  Clock Tree Buf Depth ........................ 2
  Number of H-tree branching levels ........................ 1
  Total clock buffers created by CTS ........................ 3
  Post-CTS Resized ........................ 0
  Root buffer selected by CTS ........................ clkbuf_8

[Flow run]
  Tool Warnings ........................ 25
  Maxcap violations ........................ 0

[Layout]
  Layout Utilization ........................ 50.1%
  Top Layout Cells ........................ nor2_1 (30), dfrtp_1 (25), clkdlybuf4s50_1 (20)
  Share of cells above drive strength 1 ........................ just over 8%
  Top cell excl fill/tap ........................ nor2_1
  Synthesis-to-layout area growth ........................ 19.9%

[Pwr]
  Reported leakage power ........................ 0.689 nW
  Total power density per cell area ........................ 281 mW/mm²
  Peak supply drop ........................ 198 µV

[Worst hold path]
  Path class of the lowest-slack min-delay path ........................ reg2reg

----------------------------------------------------
-- cell usage after synthesis --
library cell,n,share of area (%)
and4_4,1,0.73
a21oi_2,1,0.57
nor3_1,5,1.6
nand3b_1,4,1.9
and3_1,3,1.2
o31ai_1,2,0.97
a211oi_2,1,0.81
xnor2_1,7,4.0
ha_1,1,0.81
o21ai_4,1,1.1
dfstp_2,1,1.7
xor2_1,5,2.8
o21ai_0,1,0.32
nand4_1,3,1.2
inv_1,5,1.2
or3_2,1,0.49
and2_1,1,0.41
nand3_4,1,1.1
or4_4,1,0.73
a21oi_1,2,0.65
a31oi_1,1,0.41
mux2i_1,2,1.3
nor2_1,30,7.3
nor4_1,3,1.2
mux2_2,1,0.73
o311a_1,1,0.65
dfxtp_1,12,16
dfrtp_1,25,41
or3_1,1,0.41
buf_6,2,1.5
or4_1,2,0.97
nand3_1,10,3.2
nand2_1,4,0.97
conb_1,1,0.24
nand4b_1,1,0.57
-- per-layer routing --
| metal | wire [µm] | up-vias | GRT usage, % |
|---|---|---|---|
| li1 | - | 547 | - |
| met1 | 1280 | 493 | 24.6 |
| met2 | 1100 | 15 | 20.5 |
| met3 | 58 | 2 | 1.99 |
| met4 | 21 | 0 | 1.67 |
| met5 | 0 | - | 0 |
-- registers in the layout, summed over array words and instances, names as in the netlist --
name	count
state	3
key_data	12
counts	22
clk1	1
-- logic make-up (layout without fill, tap and decap cells) --
kind of cell             after synthesis  in the layout  synth area share, %
AND-OR/OR-AND                         10             10                 5.43
XOR/XNOR                              12             12                 6.81
adder cells (fa/ha/maj)                1              1                0.811
buffers and inverters                  7             30                 2.68
flip-flops                            38             38                 57.8
multiplexers                           3              3                 2.03
other                                  1              5                0.243
AND/OR/NAND/NOR                       71             71                 24.2
-- cell type report --
| class | instances | area, µm² |
|---|---|---|
| timing repair buffer | 21 | 208 |
| tap | 48 | 60.1 |
| inverter | 5 | 18.8 |
| clock inverter | 1 | 5.00 |
| fill | 332 | 1840 |
| multi-input combinational | 102 | 624 |
| sequential | 38 | 892 |
| clock buffer | 3 | 41.3 |
-- path summary, 6_finish.rpt --
| path | startpoint | to | slack (ps) | depth (start not counted) |
|---|---|---|---|---|
| max | counts[0] | clk1 | 2600 | 5 |
| min | counts[16] | counts[16] | 490 | 2 |
| min reg2reg | counts[16] | counts[16] | 490 | 2 |
| min in group asynchronous | rst | counts[14] | 940 | 3 |
| max in group asynchronous | rst | clk1 | 3060 | 3 |
| max reg2reg | counts[0] | clk1 | 2600 | 5 |
-- power by group --
part / switching, mW / internal [mW]
combinational: 0.0279 / 0.0301
sequential: 0.0249 / 0.306
clock: 0.0665 / 0.0646
-- per-stage QoR --
step	total power [mW]	setup slack [ps]	area [µm²]	instances	hold slack, ps
floorplan	0.356	2780	1560	147	456
global placement	0.392	2670	1800	214	501
detailed placement	0.394	2660	1800	214	481
CTS	0.526	2610	1850	218	500
global route	0.550	2470	1850	218	551
finish	0.520	2600	1850	218	495
-- tightest hold or removal path, cell delays in order (launching register included) --
cell     delay, ps
dfrtp_1        350
a31oi_1         40
nor2_1          70
Power figures rest on the tool's default switching activity, not on a simulated workload.
